==> /design/flow/design.v <==
`timescale 1ns / 1ps
module adder (           
        input [ 13 : 0 ] a_bi, 
        input [ 13 : 0 ] b_bi,         
        output [ 13 : 0 ] y_bo
    );
    assign y_bo = a_bi + b_bi; 
endmodule
`timescale 1ns / 1ps
module cbrt (        
        input clk_i,
        input rst_i,        
        input [ 7 : 0 ] a_bi,       
        input start_i,
        output [ 1 : 0 ] busy_o,   
        output reg [ 3 : 0 ] y_bo
    );
    localparam IDLE = 4'h0;
    localparam WORK_START_STEP = 4'h1;    
    localparam WORK_CALC_B_1 = 4'h2;  
    localparam WORK_CALC_B_2 = 4'h3;  
    localparam WORK_CALC_B_3 = 4'h4;  
    localparam WORK_CALC_B_4 = 4'h5;
    localparam WORK_CALC_B_5 = 4'h6;   
    localparam WORK_CHECK = 4'h7;  
    localparam WORK_SUB_RES = 4'h8; 
    reg signed [4:0] s;
    wire end_step;
    reg [7:0] x;
    reg [13:0] b, y, tmp1, tmp2;
    reg [3:0] state;
    reg   [7:0] mult1_a;
    reg   [7:0] mult1_b;
    wire [15:0] mult1_y;
    reg  mult1_start;
    wire  mult1_busy;
    mult mult1( .clk_i(clk_i), .rst_i(rst_i), .a_bi(mult1_a), .b_bi(mult1_b), .start_i(mult1_start), .busy_o(mult1_busy), .y_bo(mult1_y));
    reg [13:0] sum_a;
    reg [13:0] sum_b;
    wire [13:0] sum_y;
    adder adder1(.a_bi(sum_a), .b_bi(sum_b), .y_bo(sum_y));
    reg [13:0] sub_a;
    reg [13:0] sub_b;
    wire [13:0] sub_y;
    sub sub1(.a_bi(sub_a), .b_bi(sub_b), .y_bo(sub_y));
    assign end_step = (s == 'b11101);  
    assign busy_o = (state != IDLE);
    always @(posedge clk_i) begin
        if (rst_i) begin
            y_bo <= 0;
            s <= 0;
            mult1_start <= 0;
            state <= IDLE;
        end else begin
            case (state)
                IDLE:
                    begin
                        if (start_i) begin
                            y_bo <= 0; 
                            mult1_start <= 0;
                            state <= WORK_START_STEP;
                            x <= a_bi;
                            s <= 'd12;
                            y <= 0;
                        end
                    end
                WORK_START_STEP:
                    begin
                        if (end_step) begin
                            state <= IDLE;
                            y_bo <= y;
                        end else begin
                            y <= y << 1;
                            state <= WORK_CALC_B_1;
                        end
                    end  
                WORK_CALC_B_1:
                    begin 
                        tmp1 <= y << 1; 
                        sum_a <= y;
                        sum_b <= 1;
                        state <= WORK_CALC_B_2;
                    end
                WORK_CALC_B_2:
                    begin
                        tmp2 <= sum_y;
                        sum_a <= y;
                        sum_b <= tmp1;
                        state <= WORK_CALC_B_3;
                    end
                WORK_CALC_B_3:
                    begin
                        mult1_a <= sum_y;
                        mult1_b <= tmp2;
                        mult1_start <= 1;
                        state <= WORK_CALC_B_4;
                     end
                WORK_CALC_B_4:
                     begin
                        mult1_start <= 0;
                        if(~mult1_busy && ~mult1_start) begin  
                            sum_a <= mult1_y;
                            sum_b <= 1;
                            state <= WORK_CALC_B_5;
                        end
                    end
                WORK_CALC_B_5:
                     begin
                            b <= sum_y << s;
                            sub_a <= s;
                            sub_b <= 3;
                            state <= WORK_CHECK;
                      end
                WORK_CHECK:
                    begin
                        s <= sub_y;
                        if (x >= b) begin
                            sub_a <= x;
                            sub_b <= b;
                            y <= tmp2;
                            state <= WORK_SUB_RES;
                        end else begin
                            state <= WORK_START_STEP;
                        end
                    end
                WORK_SUB_RES:
                    begin
                        x <= sub_y;
                        state <= WORK_START_STEP;
                    end
            endcase
        end
    end
endmodule
`timescale 1ns / 1ps
module mult (        
        input clk_i,
        input rst_i,        
        input [ 7 : 0 ] a_bi,
        input [ 7 : 0 ] b_bi,        
        input start_i,
        output busy_o,        
        output reg [ 15 : 0 ] y_bo
    );
    localparam IDLE = 1'b0;
    localparam WORK = 1'b1;    
    reg [2:0] ctr;
    wire [2:0] end_step;    
    wire [7:0] part_sum;
    wire [15:0] shifted_part_sum;    
    reg [7:0] a, b;
    reg [15:0] part_res;    
    reg state;
    assign part_sum = a&{8{b[ctr]}};    
    assign shifted_part_sum = part_sum << ctr;
    assign end_step = (ctr == 3'h7);    
    assign busy_o = state;
    always @(posedge clk_i)
        if (rst_i) begin            
            ctr <= 0;
            part_res <= 0;            
            y_bo <= 0;
            state <= IDLE;        
        end else begin
            case (state)                
                IDLE :
                    if (start_i) begin                        
                        state <= WORK;
                        a <= a_bi;                        
                        b <= b_bi;
                        ctr <= 0;                        
                        part_res <= 0;
                    end                
                WORK:
                    begin                        
                        if (end_step) begin
                            state <= IDLE;                            
                            y_bo <= part_res;
                        end                        
                        part_res <= part_res + shifted_part_sum;
                        ctr <= ctr + 1;                    
                    end
            endcase  
        end
endmodule
`timescale 1ns / 1ps
module sub (           
        input [ 13 : 0 ] a_bi, 
        input [ 13 : 0 ] b_bi,         
        output [ 13 : 0 ] y_bo
    );
    assign y_bo = a_bi - b_bi; 
endmodule
==> /design/flow/run.sh <==
#!/bin/bash
# OpenROAD 26Q1-2900-gdf79404cd8, Yosys 0.63+post, stock flow scripts
make -C /OpenROAD-flow-scripts/flow DESIGN_CONFIG=/design/flow/config.mk WORK_HOME=/design/flow/orfs finish
==> /design/flow/config.mk <==
export PLATFORM = sky130hd
export DESIGN_NAME = cbrt
export DESIGN_NICKNAME = cbrt
export VERILOG_FILES = /design/flow/design.v
export SDC_FILE = /design/flow/constraint.sdc
export NUM_CORES = 4
export LEC_CHECK = 1
export CORE_UTILIZATION = 30
==> /design/flow/constraint.sdc <==
current_design cbrt

set clk_period 10.2
set clk_io_pct 0.2

create_clock -name clk0 -period $clk_period [get_ports {clk_i}]

set non_clock_inputs [all_inputs -no_clocks]
set_input_delay [expr $clk_period * $clk_io_pct] -clock clk0 $non_clock_inputs
set_output_delay [expr $clk_period * $clk_io_pct] -clock clk0 [all_outputs]
==> impl_metrics.yaml <==
# implementation run metrics
hold_path:
  hold_path.class: "reg2reg"
  holdPathEnd: "mult1.b[2]$_DFFE_PP_"
  holdCritStartpoint: "mult1_b[2]$_DFFE_PP_"
  hold_depth: 0
die:
  core_area_sq_mm: 0.0306
  dieArea_sq_mm: 0.0319
  core_util_floorplan_pct: 30.6
  rows: 64
  io_pins: 17
  die_h_um: 179
  die_w_um: 179
final_timing:
  hold_viol: 0
  maxSlewHeadroom_pct: 45.3
  drv_slew: 0
  fmax_mhz: 238
  rsz0062_at_grt: "false"
  finalSetupTns_ns: 0
  worst_pin_slew_ns: 0.799
  fin_crit_sh_pct: 41.3
  skew_ns: 0.0175
  post-route-min-period_ns: 4.21
  setup_viol: 0
critical_path:
  worst_path_most_repeated_cell: "nor3_1"
  timing.rr.start: "mult1.ctr[0]$_SDFFE_PP0P_"
  ff2ff_path_depth: 11
  critPathRequiredTime_ns: 10.52
  r2r_slack_ns: 5.99
  crit_chain: "mux4_2 -> nand2b_1 -> nor3_1 -> fa_1 -> a21o_1 -> a21o_1 -> a2111oi_0 -> nor3_1 -> nor3_1 -> nor4_1 -> a311o_1"
  critPathSlowestCell: "dfxtp_1"
  crit_type: "reg2reg"
  path_max_fanout: 16
  endpoint_kind: "flip-flop"
  cp-start-kind: "flip-flop"
  cpPeakStageDelay_ns: 0.75
  r2r_end: "mult1.part_res[12]$_SDFFE_PP0P_"
  crit_arrival_ns: 4.52
clock_network:
  cts_buffers: 17
  clkLatencyLatePin_ns: 0.43
  cts_root_buf: "clkbuf_16"
  cts-resized-gates: 0
  clock-sinks: 185
  holdBufCountCts: 0
  cts_tree: "yes"
  htreeDepth: 4
  clockBufferDepth: 2
  postCtsSetupBuffers: 0
  clk_pin_slew_ns: 0.07
logic_synthesis:
  edf_count: 139
  yosys-top-cells-area: "edfxtp_1 (45%), dfxtp_1 (9.9%), ha_1 (5.8%)"
  synth-main-ff-cell: "edfxtp_1"
  common_cells: "edfxtp_1 (139), nand2_1 (91), nor2_1 (79)"
  ys_ff: 185
  ys_types: 67
  yosys_area_sq_mm: 0.00935
  ys_cells: 831
  synth_top_cell_by_area: "edfxtp_1"
  postSynthSeqShare_pct: 54.5
  async_flop_share_pct: 0
  top_cell_area_share_pct: 44.7
  syn_inst: 831
  yosysWarnings: 2
  synth_area_sq_mm: 0.00935
  syn_avg_cell_area_sq_um: 11.2
  top_cell: "edfxtp_1"
power:
  comb_power_share_pct: 11.6
  p_per_area_mw_per_mm2: 161
  ir_drop_mv: 0.112
  p_switching_mw: 0.429
  power.internal_mw: 1.27
  power.share.sequential_pct: 51.0
  p_sw_share_pct: 25.2
  leakage_nw: 3.87
  power.share.clock_pct: 37.4
route:
  antenna_left: 0
  drc: 0
  wirelength_um: 19500
  num_antenna_cells: 0
  vias: 6174
  firstDrtPassIters: 5
  drtIter0Drc: 453
  viasPerCell: 4.94
  wl_per_cell_um: 15.6
final_layout:
  syn_to_final_growth_pct: 12.8
  final_area_sq_mm: 0.0105
  layout-drive-gt1-share_pct: 11.8
grt:
  grt_overflow: 0
  grt_pass1_wl_um: 31900
  grt_max_degree: 39
  grt_antenna_before_repair: 0
  gr-usage-all-layers_pct: 13.5
  grt_pass1_vias: 6043
job:
  warnings: 25
  maxCapViolCount: 0
status:
  status: "complete, no violations"
placed_design:
  hpwl_um: 13900
  portBuffers: 15
  gp_congestion: 0.866
  placed_cell_area_sq_mm: 0.00997
-- cells in the final DEF, fill, tap and decap left out, types with 4 or more instances in the layout --
cell type / Yosys / routed
buf_4: 1 / 18
and2_1: 18 / 18
dfxtp_1: 46 / 46
and3_1: 4 / 4
mux2_2: 24 / 24
a21oi_1: 50 / 50
nand2b_1: 11 / 11
o21ai_0: 22 / 22
nand3_1: 17 / 17
mux4_2: 8 / 8
a221oi_1: 5 / 5
xnor2_1: 18 / 18
or2_2: 4 / 4
a22oi_1: 7 / 7
o211ai_1: 4 / 4
a21o_1: 22 / 22
a211oi_1: 7 / 5
nor3b_1: 14 / 12
or3_1: 8 / 8
xor2_1: 10 / 10
clkbuf_16: 0 / 17
edfxtp_1: 139 / 139
mux2i_1: 19 / 19
o21ai_1: 4 / 4
nor4_2: 0 / 5
inv_1: 24 / 24
o21a_1: 7 / 7
a31oi_1: 7 / 7
nand2_1: 91 / 91
clkdlybuf4s50_1: 0 / 14
nor3_1: 17 / 17
a22o_1: 9 / 9
ha_1: 43 / 43
nor2_1: 79 / 78
-- flip-flops by register name (all words and copies together) (netlist names), 13 cells and up --
signal	cells
tmp1	13
mult1.part_res	14
tmp2	14
b	14
sum_b	14
y	14
sum_a	14
mult1.y_bo	14
-- power by group through the flow --
stage | logic, mW | registers (mW) | clock network (mW)
final | 0.197 | 0.867 | 0.637
after global routing | 0.219 | 0.871 | 0.682
after CTS | 0.197 | 0.867 | 0.651
-- through the flow --
step | instances | utilization (%) | power [mW] | hold slack, ns | setup WS (ns)
3_5_place_dp | 1219 | 32.6 | 1.08 | 0.405 | 6.11
2_1_floorplan | 831 | - | 1.02 | 0.400 | 5.87
4_1_cts | 1251 | 34.5 | 1.72 | 0.422 | 6.08
3_3_place_gp | 1219 | 32.6 | 1.08 | 0.407 | 6.12
5_1_grt | 1251 | 34.5 | 1.77 | 0.426 | 5.77
6_report | 1251 | 34.5 | 1.70 | 0.421 | 5.99
-- logic make-up after synthesis --
kind of cell,share of synthesized area [%]
and+or+nand+nor,14.2
xor gates and xnor gates,2.62
adders and majority gates,6.40
DFF,54.5
buffers and inverters,3.21
muxes,6.85
AOI/OAI and AO/OA,12.1
other,0.0401
-- worst max-delay path: cells and delay by family, from the launching register on --
kind                     cells  cell delay [ns]
flip-flops                   1             0.75
AND/OR/NAND/NOR              5             0.81
adder cells (fa/ha/maj)      1             0.47
AND-OR/OR-AND                4             1.45
multiplexers                 1             0.60
-- metal layers --
metal  track usage (%)  vias up  part of all wire [%]
met2              20.1      132                    45
met3              4.67       22                   6.1
met1              20.1     2936                    48
met5                 0        -                     0
met4              1.69        0                   1.4
li1                  -     3084                     -
-- worst max path at each step --
| stage | start | end | slack, ns | cells after the start |
|---|---|---|---|---|
| CTS | mult1.ctr[0]$_SDFFE_PP0P_ | mult1.part_res[12]$_SDFFE_PP0P_ | 6.08 | 11 |
| global route | mult1.ctr[0]$_SDFFE_PP0P_ | mult1.part_res[12]$_SDFFE_PP0P_ | 5.77 | 11 |
| finish | mult1.ctr[0]$_SDFFE_PP0P_ | mult1.part_res[12]$_SDFFE_PP0P_ | 5.99 | 11 |
-- layout make-up --
type                       count  area, sq um
clock buffer                  18          429
clock inverter                14          141
fill                        3002        20000
inverter                      25         93.8
multi-input combinational    580         4010
sequential                   185         5090
tap                          396          495
timing repair buffer          33          280
Power is estimated from default activity; no workload was simulated.
