[/design/flow/constraint.sdc]
current_design root

set clk_period 3.8
set clk_io_pct 0.2

create_clock -name clk0 -period $clk_period [get_ports {clk_i}]

set non_clock_inputs [all_inputs -no_clocks]
set_input_delay [expr $clk_period * $clk_io_pct] -clock clk0 $non_clock_inputs
set_output_delay [expr $clk_period * $clk_io_pct] -clock clk0 [all_outputs]
[/design/flow/config.mk]
export PLATFORM = sky130hd
export DESIGN_NAME = root
export DESIGN_NICKNAME = root
export VERILOG_FILES = /design/flow/design.v
export SDC_FILE = /design/flow/constraint.sdc
export NUM_CORES = 4
export LEC_CHECK = 1
export CORE_UTILIZATION = 30
[/design/flow/design.v]
`timescale 1ns / 1ps
module root(
    input clk_i,
    input rst_i,
    input start_i,
    input [9:0] x_bi,
    output reg [4:0] y_bo,
    output [1:0] busy_o
);
    localparam IDLE = 2'h0;
    localparam FIRST_WORK = 2'h1;
    localparam SECOND_WORK = 2'h2;
    reg [9:0] x;
    reg [9:0] part_result;
    reg [9:0] b;
    reg [8:0] m;
    reg [1:0] state;
    wire end_step; 
    wire x_above_b;
    assign end_step = (m == 0);
    assign x_above_b = (x >= b);
    assign busy_o = state;
    always @(posedge clk_i)
        if (rst_i) begin
            y_bo <= 0;
            b <= 0;
            state <= IDLE;
        end else begin
            case (state)
                IDLE:
                    if (start_i) begin
                        state <= FIRST_WORK;
                        part_result <= 0;
                        x <= x_bi;
                        m <= 9'b100000000;
                    end
                FIRST_WORK:
                    begin
                        if (!end_step) begin
                           b <= part_result | m;
                           part_result <= part_result >> 1;
                           state <= SECOND_WORK; 
                        end else begin
                            y_bo <= part_result[4:0];    
                            state <= IDLE;
                        end     
                    end
                SECOND_WORK:
                    begin
                        if(x_above_b) begin
                            x <= x - b;
                            part_result = part_result | m;
                        end
                        m <= m >> 2;
                        state <= FIRST_WORK;
                    end    
            endcase
        end    
endmodule
[/design/flow/run.sh]
#!/bin/bash
# OpenROAD 26Q1-2900-gdf79404cd8, Yosys 0.63+post, stock flow scripts
make -C /OpenROAD-flow-scripts/flow DESIGN_CONFIG=/design/flow/config.mk WORK_HOME=/design/flow/orfs finish
==> impl_metrics.ini <==
; implementation run metrics
[detailed_routing]
routed-wl-met3_um = 165
vias_per_cell = 4.699
drtIter0Drc = 104
routedWlPerCell_um = 12.61
routed.top_layer = met4
route.met2.wl_um = 1880
wl_met1_um = 2086
diodes = 0
drc = 0
first_pass_iters = 4
wl_um = 4188
ant_nets = 0
vias = 1560

[worst_setup_path]
cpPeakStageDelay_ps = 520
critical_path_class = reg2reg
r2r_start = x[0]$_DFFE_PP_
start_kind = register
reg2reg_slack_ps = 1290
r2r_end = part_result[8]$_SDFFCE_PN0P_
endpoint_kind = register
path_buffers = 1
crit_slowest_cell = nor3_1
path_delay_family = simple AND/OR/NAND/NOR gates
crit_end = part_result[8]$_SDFFCE_PN0P_
worstPathRequired_ps = 3730
crit_start = x[0]$_DFFE_PP_
crit_arrival_ps = 2440
crit_cells = 8
reg2regPathDepth = 8
crit_path_cell_trace = inv_1 > ha_1 > fa_1 > nor2b_1 > o31a_1 > o21ai_1 > and3_1 > nor3_1
worstPathMaxFanout = 5

[logic_synthesis]
edf_count = 24
synthArstFlopShare_pct = 0
syn_area_um2 = 2160
top_cells_by_area = edfxtp_1 33%, dfxtp_1 15%, ha_1 7.5%
yosysTopAreaCellShare_pct = 33.37
ys_sh_simple_pct = 17.44
synth_chip_area_um2 = 2160
yosys.area.top_type = edfxtp_1
yosysWarnings = 1
ys_cells = 214
ys_ff = 40
xor_share_pct = 1.622
ys_types = 42
topCombFamilyByArea = simple AND/OR/NAND/NOR gates
synth_top_cell_by_count = nor2_1
flop_cell = edfxtp_1
mux_share_pct = 4.867
ys_top_cells_by_count = 26 x nor2_1, 24 x edfxtp_1, 19 x nand2_1
seq_area_frac_synth_pct = 48.20
synthCells = 214
syn_avg_cell_area_um2 = 10.09
aoi_share_pct = 14.72
adder_share_pct = 8.459

[clock_network]
ctsResizeCount = 0
cts_buffer_depth = 2
htreeDepth = 2
cts_tree = done
cts_buffers = 5
clk_latency_ps = 290
path_clk_slew_ps = 80
clock_sinks = 40
cts_hold_buf = 0
clockRootBuffer = clkbuf_8
post_cts_buffers = 0

[power_and_ir_drop]
power_density_nw_per_um2 = 467.3
max-vdd-ir-drop_uv = 123.0
power_leakage_uw = 0.0009251
p_total_uw = 1194

[job]
drv_cap = 0
tool_warnings = 28

[place]
place_inst = 324
io_buffers = 19
dp_hpwl_um = 3090
gp_congestion = 0.8563

[global_routing]
grt_pass1_vias = 1436
grt_usage_pct = 12.12
grt_max_degree = 21
gr-total-overflow = 0
grt_pass1_wl_um = 6810
antenna_found_initial = 0

[floorplanning]
core_util_floorplan_pct = 31.44
ios = 20
die_x_um = 86.85
fp.dieH_um = 86.85
fp.coreArea_um2 = 6869
rows = 30
die-area_um2 = 7542

[final_timing]
clock_skew_ps = 8.499
slew_viol_final = 0
fin_crit_ps = 2510
fmax_mhz = 398.3
hold_viol_final = 0
slew_headroom_pct = 43.91
fin_tns_setup_ps = 0
period_used_pct = 66.06
rsz0062_at_grt = false
worst_pin_slew_ps = 837.6
setup_viol = 0

[cells_and_area]
final_cells = 332
fill_cells = 678
synthToLayoutAreaGrowth_pct = 18.37
drive_gt1_share_pct = 10.59

[min_path]
hold_class = reg2reg

[run_status]
status = completed
==> state kept, by name, indices dropped and copies added (netlist names) <==
| signal | flops |
|---|---|
| b | 9 |
| y_bo | 5 |
| m | 5 |
| state | 2 |
| part_result | 9 |
| x | 10 |
==> per-layer routing <==
layer	GRT usage [%]	up-vias
met4	1.364	0
met5	0	-
met2	18.75	24
met1	18.39	726
met3	3.188	5
li1	-	805
==> cell type report <==
| type | instances | area (um^2) | area share, % |
|---|---|---|---|
| Multi-Input combinational cell | 152 | 1023 | 40.04 |
| Timing Repair Buffer | 22 | 212.7 | 8.321 |
| Tap cell | 96 | 120.1 | 4.699 |
| Clock inverter | 2 | 12.51 | 0.4895 |
| Clock buffer | 6 | 93.84 | 3.671 |
| Sequential cell | 40 | 1041 | 40.72 |
| Inverter | 14 | 52.55 | 2.056 |
==> per-stage QoR <==
stage | hold WS, ps | instance area, um^2 | utilization, % | worst slack, ps
floorplan | 421.8 | 2160 | - | 835.1
global placement | 446.8 | 2450 | 35.66 | 1190
detailed placement | 451.2 | 2450 | 35.66 | 1167
CTS | 463.4 | 2556 | 37.21 | 1282
global route | 486.2 | 2556 | 37.21 | 1169
finish | 459.0 | 2556 | 37.21 | 1290
==> where the power goes <==
| group | internal, uW | switching [uW] | total, uW | leakage (uW) |
|---|---|---|---|---|
| Combinational | 143 | 182 | 326 | 0.000515 |
| Sequential | 516 | 30.5 | 547 | 0.000358 |
| Clock | 168 | 154 | 322 | 0.0000523 |
==> logic make-up after synthesis <==
logic type,Yosys count
compound gates,47
xor+xnor,4
fa+ha+maj,14
buf+inv,22
flops,40
mux,10
simple gates,77
==> worst min-delay path by stage <==
stage,from,to,slack [ps],cells after the start
4_1_cts,y_bo[3]$_SDFFE_PP0P_,y_bo[3]$_SDFFE_PP0P_,460,2
6_report,y_bo[3]$_SDFFE_PP0P_,y_bo[3]$_SDFFE_PP0P_,460,2
5_1_grt,y_bo[0]$_SDFFE_PP0P_,y_bo[0]$_SDFFE_PP0P_,490,2
==> tightest hold or removal path, delay by kind of cell (launching register included) <==
kind,cells,cell delay [ps]
compound gates,1,50
simple gates,1,50
flops,1,320
==> layout by cell type, fill, tap and decap left out, drive strengths merged, types with 3 or more instances in the layout <==
| master | instances |
|---|---|
| a211oi | 8 |
| nand3 | 5 |
| o21a | 3 |
| clkdlybuf4s50 | 19 |
| clkbuf | 6 |
| nor2b | 3 |
| nor3 | 4 |
| ha | 13 |
| buf | 3 |
| mux2 | 4 |
| nand2 | 19 |
| inv | 14 |
| and3 | 7 |
| a21oi | 11 |
| nor2 | 27 |
| dfxtp | 16 |
| xnor2 | 3 |
| mux2i | 6 |
| edfxtp | 24 |
| o21ai | 14 |
| and2 | 4 |
| a21boi | 4 |
Power and IR drop assume default switching activity.
