`design/flow/config.mk`:
```
export PLATFORM = sky130hd
export DESIGN_NAME = sqrt
export DESIGN_NICKNAME = sqrt
export VERILOG_FILES = /design/flow/design.v
export SDC_FILE = /design/flow/constraint.sdc
export NUM_CORES = 4
export LEC_CHECK = 1
export CORE_UTILIZATION = 30
```
`design/flow/constraint.sdc`:
```
current_design sqrt

set clk_period 3.3
set clk_io_pct 0.2

create_clock -name clk0 -period $clk_period [get_ports {clk_i}]

set non_clock_inputs [all_inputs -no_clocks]
set_input_delay [expr $clk_period * $clk_io_pct] -clock clk0 $non_clock_inputs
set_output_delay [expr $clk_period * $clk_io_pct] -clock clk0 [all_outputs]
```
`design/flow/design.v`:
```
`timescale 1ns / 1ps
module sqrt (        
        input clk_i,
        input rst_i,        
        input [ 9 : 0 ] a_bi,       
        input start_i,
        output [ 1 : 0 ] busy_o,   
        output reg [ 4 : 0 ] y_bo
    );
    localparam IDLE = 2'h0;
    localparam WORK_CALC = 2'h1;    
    localparam WORK_COLLECT = 2'h2;  
    reg [8:0] ctr;  
    wire end_step = (ctr == 0);   
    reg [9:0] part_res;  
    reg [9:0] b;   
    reg [9:0] a;  
    reg [1:0] state;
    reg [13:0] sub_a;
    reg [13:0] sub_b;
    wire [13:0] sub_y;
    sub sub1(.a_bi(sub_a), .b_bi(sub_b), .y_bo(sub_y));
    wire a_more_than_b = (a >= sub_b); 
    assign busy_o = (state != IDLE);
    always @(posedge clk_i)
        if (rst_i) begin            
            ctr <= 0;
            part_res <= 0;            
            y_bo <= 0;
            state <= IDLE;        
        end else begin
            case (state)                
                IDLE :
                    if (start_i) begin                        
                        state <= WORK_CALC;
                        a <= a_bi;    
                        ctr <= 1 << 8;                        
                        part_res <= 0;
                    end                
                WORK_CALC:
                    begin                        
                        if (end_step) begin
                            state <= IDLE;                            
                            y_bo <= part_res[4:0];
                        end else begin 
                            state <= WORK_COLLECT;                       
                            part_res <= part_res >> 1;
                            sub_b <= part_res | ctr;
                            sub_a <= a;
                        end                   
                    end
                 WORK_COLLECT:
                    begin                        
                        if (a_more_than_b) begin
                            a <= sub_y;                        
                            part_res <= part_res | ctr;
                        end 
                        b <= sub_b;
                        state <= WORK_CALC;                       
                        ctr <= ctr >> 2;               
                    end
            endcase  
        end
endmodule
`timescale 1ns / 1ps
module sub (           
        input [ 13 : 0 ] a_bi, 
        input [ 13 : 0 ] b_bi,         
        output [ 13 : 0 ] y_bo
    );
    assign y_bo = a_bi - b_bi; 
endmodule
```
`design/flow/run.sh`:
```
#!/bin/bash
# OpenROAD 26Q1-2900-gdf79404cd8, Yosys 0.63+post, stock flow scripts
make -C /OpenROAD-flow-scripts/flow DESIGN_CONFIG=/design/flow/config.mk WORK_HOME=/design/flow/orfs finish
```
==> out/qor.csv <==
metric;value;unit
dpl ws;0.735;ns
port bufs;18;
GPL Wtd Cong;0.807;
critical path class;register to register;
RSZ-0062 raised after global routing;false;
synthesized flop and latch total;50;
maxcap violations;0;
DRT Pass-1 Iters;4;
first-pass GRT wire length;8.58;mm
Antenna Diode Count;0;
Routed Wire Length;5.21;mm
yosys stat cell total;249;
Clock Tree Buf Depth;2;
CTS tree;done;
Die Y;96.3;um
largest net degree at the start of global routing;20;
core area;8680;um^2
vias in the first global route;1780;
Final Cycle Share;79.2;%
fmax;0.382;GHz
DRT antenna net count;0;
initial antenna violation count;0;
most numerous logic cell after layout;edfxtp_1;
vias post-DR;1854;
Yosys warnings;1;
CP required;3.50;ns
Clk Tree Root Cell;clkbuf_8;
Synth Area per Inst;10.7;um^2
crit path cell chain;inv_1 > ha_1 > inv_2 > a2111oi_2 > o31ai_1 > o211ai_4 > mux2_4;
Seq share, synth;48.4;%
GR Overflow Total;0;
vias per cell;4.88;
post-DP HPWL;3.80;mm
# setup viols final;0;
Starting DRT DRC Count;37;
Crit-path slowest cell;ha_1;
Final Hold Vio Count;0;
CTS H-tree lvls;2;
Setup TNS Final;0;ns
most frequent cells in the layout;29 x edfxtp_1, 23 x nand2_1, 22 x ha_1;
run status;finished clean;
GR Util All Layers;12.5;%
fin worst setup slack;0.685;ns
YS chip area;2670;um^2
post-DR wirelength/cell;13.7;um
Min Clock Period, post-route;2.61;ns
largest stage delay on the critical path;0.55;ns
Clk Latency, worst-skew pair;0.30;ns
DRC Markers;0;
CP Launch Type;register;
tool warnings;28;
total clock sinks;50;
post-cts gate resize count;0;
CTS Buf Count;5;
pwr/cell area;398;nW/um^2
fraction of layout cells with a size suffix above 1;11.0;%
EDFF count, synth;29;
Cell Count Post-Placement;372;
Post-CTS Setup Inserts;0;
die span in x;96.3;um
Filler Cells Inserted;883;
Syn Std Cell Area;2670;um^2
chip area;9280;um^2
Lkg Pwr;1.18;nW
Ports;20;
endpoint class of the critical path;register;
crit path max fanout;19;
top_reg_cell synth;edfxtp_1;
actual slew at the worst max-slew pin;0.609;ns
Clock Pin Slew Worst Setup and Hold Paths;0.10;ns
Peak VDD IR;0.000172;V
Mapped Cells;249;
Worst slew margin;59.0;%
area grow syn2layout;15.2;%
Worst Hold Class;register to register;
FP Core Util;30.8;%
Fin Clk Skew;0.00731;ns
max-slew violation count;0;
Unique cell types;45;
Worst EP arrival;2.81;ns
Post-synth ARST share;0;%
non-filler cells, final;380;
row count;34;
Post-CTS Hold Buffers;0;
[kinds of logic after synthesis]
kind of cell	synth area share (%)
other cells	0.140
flops	48.4
compound gates	14.8
simple gates	17.1
fa+ha+maj	11.1
xor+xnor	0.328
buf+inv	3.51
mux	4.73
[path summary, 6_finish.rpt]
check             startpoint     endpoint  cells past startpoint  slack, ns
hold reg to reg         a[0]     sub_a[0]                      0       0.46
setup reg to reg    state[0]  part_res[4]                      7       0.69
hold / removal          a[0]     sub_a[0]                      0       0.46
setup / recovery    state[0]  part_res[4]                      7       0.69
[sequential cells by signal (all words and copies together) (netlist names)]
| signal | cells |
|---|---|
| state | 2 |
| ctr | 5 |
| y_bo | 5 |
| a | 10 |
| sub_b | 9 |
| part_res | 9 |
| sub_a | 10 |
[power breakdown]
group          total, W  switching, W  internal [W]
Combinational  0.000169     0.0000977     0.0000710
Clock          0.000363      0.000212      0.000150
Sequential     0.000693     0.0000116      0.000681
[area by class of cell]
type	instances	area, um^2	share of cell area [%]
Sequential cell	50	1290	42.0
Multi-Input combinational cell	175	1290	41.9
Timing Repair Buffer	21	203	6.59
Tap cell	108	135	4.39
Clock buffer	5	68.8	2.24
Inverter	18	67.6	2.20
Clock inverter	3	20.0	0.651
[synth_stat cells, drive strengths merged, types with 2 or more instances]
| cell | count | area share [%] |
|---|---|---|
| a211o | 2 | 0.66 |
| a211oi | 5 | 1.4 |
| a21o | 4 | 1.1 |
| a21oi | 14 | 2.6 |
| a22oi | 4 | 1.1 |
| and2 | 2 | 0.47 |
| clkbuf | 5 | 0.70 |
| dfxtp | 21 | 16 |
| edfxtp | 29 | 33 |
| ha | 22 | 10 |
| inv | 18 | 2.5 |
| mux2 | 6 | 3.2 |
| mux2i | 4 | 1.5 |
| nand2 | 24 | 3.7 |
| nand2b | 8 | 1.9 |
| nand3 | 9 | 1.9 |
| nor2 | 12 | 2.3 |
| nor2b | 9 | 2.1 |
| nor3 | 10 | 1.9 |
| o211ai | 3 | 1.4 |
| o21a | 8 | 2.2 |
| o21ai | 5 | 0.94 |
| o31a | 3 | 0.98 |
| o31ai | 3 | 0.84 |
| or2 | 5 | 1.2 |
[layer usage]
layer / vias to the layer above / track usage, % / share of wire [%] / wire [um]
li1: 941 / - / - / -
met1: 875 / 19.5 / 51 / 2650
met2: 33 / 19.0 / 43 / 2250
met3: 5 / 2.81 / 5.1 / 265
met4: 0 / 1.10 / 0.85 / 44
met5: - / 0 / 0 / 0
[per-stage QoR]
stage | total power [W] | area (um^2) | hold WS (ns) | util (%)
floorplan | 0.000820 | 2670 | 0.422 | -
global placement | 0.000876 | 2990 | 0.440 | 34.4
detailed placement | 0.000878 | 2990 | 0.444 | 34.4
CTS | 0.00124 | 3080 | 0.461 | 35.4
global route | 0.00129 | 3080 | 0.477 | 35.4
finish | 0.00122 | 3080 | 0.459 | 35.4
[critical path, delay by kind of cell, from the launching register on]
| kind | cells | cell delay (ns) |
|---|---|---|
| buf+inv | 2 | 0.42 |
| flops | 1 | 0.34 |
| mux | 1 | 0.33 |
| compound gates | 3 | 0.87 |
| fa+ha+maj | 1 | 0.55 |
Power is estimated from default activity; no workload was simulated.
